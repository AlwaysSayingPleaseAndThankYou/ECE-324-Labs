$ cat flow/design.v
module db_fsm
   (
    input logic clk,
    input logic sw,
    output logic db
   );
   localparam N =20;
   typedef enum {
      zero, wait1_1, wait1_2, wait1_3,
      one,  wait0_1, wait0_2, wait0_3
   } state_type;
   state_type state_reg = zero, state_next;
   logic [N-1:0] q_reg = 0;
   logic [N-1:0] q_next;
   logic m_tick;
   always_ff @(posedge clk)
      q_reg <= q_next;
   assign q_next = q_reg + 1;
   assign m_tick = (q_reg==0) ? 1'b1 : 1'b0;
    always_ff @(posedge clk) state_reg <= state_next;
   always_comb
   begin
      state_next = state_reg;   
      db = 1'b0;                
      case (state_reg)
         zero:
            if (sw)
               state_next = wait1_1;
         wait1_1:
            if (~sw)
               state_next = zero;
            else
               if (m_tick)
                  state_next = wait1_2;
         wait1_2:
            if (~sw)
               state_next = zero;
            else
               if (m_tick)
                  state_next = wait1_3;
         wait1_3:
            if (~sw)
               state_next = zero;
            else
               if (m_tick)
                  state_next = one;
         one:
            begin
              db = 1'b1;
              if (~sw)
                 state_next = wait0_1;
            end
         wait0_1:
            begin
               db = 1'b1;
               if (sw)
                  state_next = one;
               else
                 if (m_tick)
                    state_next = wait0_2;
            end
         wait0_2:
            begin
               db = 1'b1;
               if (sw)
                  state_next = one;
               else
                 if (m_tick)
                    state_next = wait0_3;
            end
         wait0_3:
            begin
               db = 1'b1;
               if (sw)
                  state_next = one;
               else
                 if (m_tick)
                    state_next = zero;
            end
         default: state_next = zero;
      endcase
   end
endmodule
$ cat flow/run.sh
#!/bin/bash
# OpenROAD 26Q1-2900-gdf79404cd8, Yosys 0.63+post, stock flow scripts
make -C /OpenROAD-flow-scripts/flow DESIGN_CONFIG=/design/flow/config.mk WORK_HOME=/design/flow/orfs finish
$ cat flow/config.mk
export PLATFORM = sky130hd
export DESIGN_NAME = db_fsm
export DESIGN_NICKNAME = db_fsm
export VERILOG_FILES = /design/flow/design.v
export SDC_FILE = /design/flow/constraint.sdc
export NUM_CORES = 4
export LEC_CHECK = 1
export CORE_AREA = 10 10 82 82
export DIE_AREA = 0 0 92 92
$ cat flow/constraint.sdc
current_design db_fsm

set clk_period 4.6
set clk_io_pct 0.2

create_clock -name clk0 -period $clk_period [get_ports {clk}]

set non_clock_inputs [all_inputs -no_clocks]
set_input_delay [expr $clk_period * $clk_io_pct] -clock clk0 $non_clock_inputs
set_output_delay [expr $clk_period * $clk_io_pct] -clock clk0 [all_outputs]
==> impl_metrics.toml <==
# physical design summary
[setup_path]
rrSetupSlack_ns = 2.69
cpPeakStageDelay_ns = 0.42
critical_path_class = "input pin to flop"
cp.required_ns = 4.54
path_cells = "clkdlybuf4s50_1 -> xnor2_1 -> nor2_1 -> o41ai_1 -> a21boi_1"
cpMaxStageDelayCell = "clkdlybuf4s50_1"
end_kind = "flop"
crit_path_max_fanout = 4
worstSetupStartpointType = "input pin"
arrival_ns = 2.12

[die]
die_area_mm2 = 0.00846
chipWidth_um = 92
ioPinCount = 3
initCoreUtil_pct = 19.9
core_area_mm2 = 0.00507
die_h_um = 92
num_rows = 26

[clocking]
clock_sinks = 23
cts_made_buffers = 3
htreeDepth = 1
cts_root_buffer = "clkbuf_8"
clock_latency_ns = 0.26
cts.path.max_buffers = 2
cts_setup_buffers = 0
cts_hold_buf = 0
cts_resized = 0
tritoncts = "built"
clkTransAtPathRegs_ns = 0.08

[sta]
maxSlewViolCount = 0
rsz0062_at_grt = "no"
finalSetupViolCount = 0
fin_worst_skew_ns = 0.00409
hold_violations = 0
worst_slew_pin_slew_ns = 0.311
slew_headroom_pct = 78.9
max_freq_mhz = 460
finalSetupTns_ns = 0
post-route-period-util_pct = 47.3
final.min_clock_period_ns = 2.18

[routing]
wirelength_mm = 1.55
vias_per_cell = 3.95
drc = 0
diodes = 0
drtIter0Drc = 31
ant_nets = 0
num_vias = 659
wl_per_cell_um = 9.31
firstDrtPassIters = 2

[yosys]
ys_types = 25
ys_seq_elements = 23
synth.cell_area_mm2 = 0.00101
synth.avg_cell_area_um2 = 10.9
synth_warnings = 1
syn_inst = 93
synth_chip_area_mm2 = 0.00101
ys_cells = 93
ys_seq_share_pct = 48.6

[global_route]
grtUsageTotal_pct = 3.66
grt_pass1_vias = 597
overflow = 0
antenna_found_initial = 0
grt_max_degree = 14
grt_pass1_wl_mm = 2.68

[power]
leakage_uw = 0.000407
irDropWorstVdd_mv = 0.104
p_per_area_mw_per_mm2 = 356
finalPower_uw = 412

[hold_path]
hp-class = "flop to flop"

[cells_and_area]
area_delta_synth_final_pct = 14.5
largest_reg_flops = 20
lay_top_count = "dfxtp_1"
fillers = 576
final_cell_mix = "dfxtp_1 (20), xnor2_1 (12), xor2_1 (8)"
register_area_um2 = 490
drive_gt1_share_pct = 14.4
final_area_mm2 = 0.00116
combGateArea_um2 = 500

[job]
maxCapViolations = 0
openroad.warnings = 26

[place]
place_hpwl_mm = 1.11
numPortBuffers = 2
gp_congestion = 0.747
postPlaceCellArea_mm2 = 0.00111

[status]
outcome = "completed"
final timing paths:
kind | from | to | cells after the start
worst min-delay path | q_reg[19] | q_reg[19] | 1
worst max register to register | q_reg[0] | state_reg[2] | 6
worst max-delay path | sw | state_reg[2] | 5
worst min register to register | q_reg[19] | q_reg[19] | 1
cell families (layout without fill, tap and decap cells):
| family | after synthesis | after routing | synth area share (%) |
|---|---|---|---|
| DFF | 23 | 23 | 48.6 |
| buffers and inverters | 5 | 9 | 1.86 |
| AOI/OAI and AO/OA | 3 | 3 | 2.11 |
| adders and majority gates | 2 | 2 | 2.48 |
| xor gates and xnor gates | 20 | 20 | 17.3 |
| muxes | 1 | 1 | 1.12 |
| and+or+nand+nor | 39 | 39 | 26.5 |
Yosys cell counts, drive strengths merged:
cell,count,area share (%)
clkbuf,2,0.74
ha,2,2.5
a21oi,1,0.50
nand4,8,6.4
nor4,5,4.3
and4,3,3.1
xor2,8,6.9
o41ai,1,0.87
nor4b,1,0.87
nor2,5,1.9
and3,1,0.62
nand3,7,4.0
a21boi,1,0.74
dfxtp,20,40
nor3,4,3.5
inv,3,1.1
xnor2,12,10
mux2,1,1.1
nand2,5,1.9
edfxtp,3,8.9
layout make-up:
type / instances / area share, %
multi-input cells: 65 / 43.3
well taps: 70 / 7.58
repair buffers: 2 / 1.73
clock buffers: 3 / 3.57
clock inverters: 1 / 0.433
flip-flops and latches: 23 / 42.4
inverters: 3 / 0.974
layer usage:
metal,up-vias,track usage (%),wire (um)
li1,348,-,-
met1,301,5.03,820
met2,5,5.59,647
met3,5,0.659,22
met4,0,1.41,64
met5,-,0,0
critical path: cells and delay by family:
family / cells / cell delay, ns
xor gates and xnor gates: 1 / 0.29
buffers and inverters: 1 / 0.42
and+or+nand+nor: 1 / 0.09
AOI/OAI and AO/OA: 2 / 0.39
power breakdown:
part	total, uW	internal, uW	switching (uW)
Sequential	241	226	14.9
Clock	123	60.4	62.5
Combinational	48.2	28.3	19.9
Total	412	315	97.3
through the flow:
stage | worst slack, ns | hold WS, ns | instances | utilization, %
floorplan | 2.70 | 0.430 | 93 | -
global placement | 2.17 | 0.448 | 163 | 21.9
detailed placement | 2.13 | 0.447 | 163 | 21.9
CTS | 2.41 | 0.463 | 167 | 22.8
global route | 2.34 | 0.478 | 167 | 22.8
finish | 2.42 | 0.462 | 167 | 22.8
Power is estimated from default activity; no workload was simulated.
