`./config.mk`:
```
export PLATFORM = sky130hd
export DESIGN_NAME = adsr
export DESIGN_NICKNAME = adsr
export VERILOG_FILES = /design/flow/design.v
export SDC_FILE = /design/flow/constraint.sdc
export NUM_CORES = 4
export LEC_CHECK = 1
export CORE_UTILIZATION = 50
export SYNTH_HDL_FRONTEND = slang
```
`./constraint.sdc`:
```
current_design adsr

set clk_period 11.7
set clk_io_pct 0.2

create_clock -name clk0 -period $clk_period [get_ports {clk}]

set non_clock_inputs [all_inputs -no_clocks]
set_input_delay [expr $clk_period * $clk_io_pct] -clock clk0 $non_clock_inputs
set_output_delay [expr $clk_period * $clk_io_pct] -clock clk0 [all_outputs]
```
`./design.v`:
```
module adsr 
(       
 input  logic clk,
 input  logic reset,
 input  logic start,
 input  logic [31:0] atk_step, dcy_step, sus_level, rel_step,
 input  logic [31:0] sus_time, 
 output logic [15:0] env,
 output logic adsr_idle
);
   localparam MAX = 32'h8000_0000;
   localparam BYPASS = 32'hffff_ffff;
   localparam ZERO = 32'h0000_0000;
   typedef enum {idle, launch, attack, decay, sustain, rel} state_type;
   state_type state_reg, state_next;
   logic [31:0] a_reg, t_reg;
   logic [31:0] a_next, t_next;
   logic [31:0] n_tmp;
   logic fsm_idle;
   logic [31:0] env_i;
   always_ff @(posedge clk, posedge reset)
      if (reset) begin
         state_reg <= idle;
         a_reg <= 32'h0;
         t_reg <= 32'h0;
      end   
      else begin
         state_reg <= state_next;
         a_reg <= a_next;
         t_reg <= t_next;
      end   
   always_comb
   begin
      state_next = state_reg;
      a_next     = a_reg;
      t_next = t_reg;
      fsm_idle  = 1'b0;
      case (state_reg)
         idle: begin
            fsm_idle = 1'b1;
            if (start)
               state_next = launch;
         end
         launch: begin
            state_next = attack;
            a_next = 32'b0;
         end
         attack: begin
            if (start) 
               state_next = launch;
            else begin
               n_tmp = a_reg + atk_step;
               if (n_tmp < MAX) 
                  a_next = n_tmp;
               else
                  state_next = decay;
            end;   
         end
         decay: begin
            if (start) 
               state_next = launch;
            else begin
               n_tmp = a_reg - dcy_step;
               if (n_tmp > sus_level) 
                  a_next = n_tmp;
               else begin
                  a_next = sus_level;
                  state_next = sustain;
                  t_next = 32'b0;    
               end
            end;   
         end
         sustain: begin
            if (start) 
               state_next = launch;
            else 
               if (t_reg < sus_time) 
                  t_next = t_next + 1;
               else
                  state_next = rel;
         end
         default: begin
            if (start) 
               state_next = launch;
            else 
               if (a_reg > rel_step) 
                  a_next = a_reg - rel_step;
               else
                  state_next = idle;
         end
      endcase
   end
   assign adsr_idle = fsm_idle;
   assign env_i = (atk_step == BYPASS) ? MAX :
                  (atk_step == ZERO) ? 32'b0 : 
                  a_reg;
   assign env = {1'b0, env_i[31:17]};
endmodule
```
`./run.sh`:
```
#!/bin/bash
# OpenROAD 26Q1-2900-gdf79404cd8, Yosys 0.63+post, stock flow scripts
make -C /OpenROAD-flow-scripts/flow DESIGN_CONFIG=/design/flow/config.mk WORK_HOME=/design/flow/orfs finish
```
==> impl_metrics.env <==
# source this file to load flow results
export IMPL_synthDistinctLibCells=88
export IMPL_finalCriticalPeriod_ns=8.62
export IMPL_dpl_instance_area_um2=13400
export IMPL_synth_area_per_cell_um2=7.63
export IMPL_antenna_cells=0
export IMPL_dp_hpwl_mm=30.7
export IMPL_clockBufferDepth=2
export IMPL_hold_ws_ns=0.497
export IMPL_async_flop_share_pct=100
export IMPL_dr_first_iter_drc_count=866
export IMPL_worst_slew_pin_slew_ns=0.872
export IMPL_drt_pass1_iter_count=6
export IMPL_r2r_cells=24
export IMPL_design_power_total_uw=3590
export IMPL_yosysTopAreaCellShare_pct=17.3
export IMPL_root_buffer="clkbuf_16"
export IMPL_required_ns=11.92
export IMPL_drc=0
export IMPL_clk_pin_slew_ns=0.07
export IMPL_slew_headroom_pct=41.3
export IMPL_warnings=26
export IMPL_start_kind="input port"
export IMPL_syn_area_um2=11400
export IMPL_wl_per_cell_um=19.6
export IMPL_chip_area_um2=23500
export IMPL_antenna_found_initial=0
export IMPL_ant_nets=0
export IMPL_powerDensity_nw_per_um2=262
export IMPL_ys_seq_share_pct=15.3
export IMPL_wirelength_mm=37.8
export IMPL_critPathCaptureType="register"
export IMPL_finalSetupViolCount=0
export IMPL_cts_setup_buffers=0
export IMPL_layout_cells_most_common="clkdlybuf4s50_1"
export IMPL_lay_top_cells="178 x clkdlybuf4s50_1, 166 x inv_1, 158 x ha_1"
export IMPL_clkLatencyLatePin_ns=0.35
export IMPL_h_tree_depth=3
export IMPL_worstSetupPathType="input port to register"
export IMPL_viasPerCell=6.12
export IMPL_fmax_ghz=0.116
export IMPL_synth_flops=70
export IMPL_synth_main_ff_cell="dfrtp_1"
export IMPL_largest_area_cell="ha_1"
export IMPL_finalClockPeriodUsage_pct=73.7
export IMPL_max_cap_viol_count=0
export IMPL_grt_overflow_total=0
export IMPL_power_leakage_uw=0.00639
export IMPL_syn2layout_area_growth_pct=19.5
export IMPL_gp_congestion=1.01
export IMPL_tns_ns=0
export IMPL_num_vias=11800
export IMPL_hold_path_depth=2
export IMPL_crit_arrival_ns=8.84
export IMPL_grt_max_degree=45
export IMPL_cts_tree="yes"
export IMPL_io_buffer_count=178
export IMPL_r2r_start="a_reg[0]"
export IMPL_rows=54
export IMPL_grt_pass1_wl_mm=59.3
export IMPL_fin_area_um2=13700
export IMPL_dieWidth_um=153
export IMPL_boundaryPins=180
export IMPL_finalHoldViolations=0
export IMPL_cts_sinks=70
export IMPL_rsz0062_at_grt="no"
export IMPL_die_h_um=153
export IMPL_cts_made_buffers=9
export IMPL_area_leaders="ha_1 17%, dfrtp_1 15%, a21oi_1 5.6%"
export IMPL_ys_cells=1501
export IMPL_drive_gt1_share_pct=5.22
export IMPL_crit_path_start="dcy_step[0]"
export IMPL_holdPathEnd="state_reg[0]"
export IMPL_core_um2=22200
export IMPL_track_usage_pct=32.9
export IMPL_place_inst=1912
export IMPL_status="finished clean"
export IMPL_ys_area_um2=11400
export IMPL_fin_skew_ns=0.0124
export IMPL_fp_util_pct=51.7
export IMPL_rrSetupSlack_ns=5.03
export IMPL_synth_yosys_warnings=0
export IMPL_grt_pass1_vias=11100
export IMPL_crit_fanout=15
export IMPL_edf_count=0
export IMPL_hp_start="state_reg[0]"
export IMPL_netlist_instances=1501
export IMPL_slew_viol_final=0
export IMPL_hold_buffers=0
export IMPL_r2r_end="a_reg[31]"
export IMPL_ir_drop_uv=118
export IMPL_cts_resized=0
export IMPL_instances_no_fill=1928
export IMPL_worstHoldPathType="register to register"
## critical path, cell delays in order
cell and delay (ns):
clkdlybuf4s50_1 0.46, ha_1 0.16, inv_1 0.05, fa_1 0.42
a211o_1 0.34, a2111oi_4 0.38, or2_2 0.19, a211oi_1 0.06
buf_4 0.17, nor4_1 0.44, o31ai_1 0.17, xnor2_1 0.26
inv_1 0.08, ha_1 0.28, nand4_1 0.17, or4_4 0.59
or2_1 0.24, a311o_2 0.35, nand2_1 0.49, nor2_2 0.17
buf_4 0.25, a22o_1 0.24, a2111oi_0 0.38, mux2i_1 0.12
## how the worst max path moves through the flow
stage	slack, ns	endpoint
4_1_cts	3.12	a_reg[31]
5_1_grt	2.71	a_reg[31]
6_report	3.08	a_reg[31]
## Yosys cell counts, drive strengths merged, types with 17 or more instances
cell	n
a21oi	131
nand2b	25
a21o	49
nand4	42
o21a	21
mux2	28
clkbuf	40
inv	167
and2	22
nor4	20
nand2	121
xor2	23
nor3	40
nor2	74
mux2i	31
xnor2	54
o31ai	21
dfrtp	69
nand3	37
o21ai	75
buf	17
ha	158
and3	18
## kinds of logic after synthesis
logic type / count (synthesis) / share of synthesized area [%]
fa+ha+maj: 161 / 17.8
compound gates: 457 / 27.1
flops: 70 / 15.3
xor+xnor: 77 / 5.89
mux: 59 / 5.50
simple gates: 452 / 20.5
other cells: 1 / 0.0328
buf+inv: 224 / 7.90
## power by group
group | switching (µW) | total, µW | internal, µW
sequential | 136 | 450 | 315
combinational | 1640 | 2860 | 1220
clock | 126 | 275 | 149
total | 1900 | 3590 | 1690
## routing by layer
layer / track usage [%] / part of all wire (%) / vias to the layer above / wire length, µm
li1: - / - / 5855 / -
met1: 48.6 / 46 / 5452 / 17300
met2: 50.8 / 44 / 438 / 16600
met3: 4.53 / 7.1 / 53 / 2690
met4: 8.75 / 2.9 / 0 / 1110
met5: 0 / 0 / - / 0
## per-stage QoR
step / setup slack [ns] / utilization [%]
detailed placement: 2.79 / 60.4
CTS: 3.12 / 61.7
floorplan: 4.47 / -
global placement: 2.97 / 60.4
finish: 3.08 / 61.7
global route: 2.71 / 61.7
## area by class of cell
class	instances	area (µm²)
fillers	2004	8480
repair buffers	188	1860
flip-flops and latches	70	1750
clock buffers	9	225
clock inverters	7	63.8
well taps	280	350
multi-input cells	1207	8800
inverters	167	627
Power figures rest on the tool's default switching activity, not on a simulated workload.
